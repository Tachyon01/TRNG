--- design/flow/config.mk ---
export PLATFORM = sky130hd
export DESIGN_NAME = smfro_rng
export DESIGN_NICKNAME = smfro_rng
export VERILOG_FILES = /design/flow/design.v
export SDC_FILE = /design/flow/constraint.sdc
export NUM_CORES = 4
export LEC_CHECK = 1
export CORE_UTILIZATION = 30
--- design/flow/constraint.sdc ---
current_design smfro_rng

set clk_period 4.0
set clk_io_pct 0.2

create_clock -name clk0 -period $clk_period [get_ports {clk}]

set non_clock_inputs [all_inputs -no_clocks]
set_input_delay [expr $clk_period * $clk_io_pct] -clock clk0 $non_clock_inputs
set_output_delay [expr $clk_period * $clk_io_pct] -clock clk0 [all_outputs]
--- design/flow/design.v ---
`timescale 1ns / 1ps
module ISU(Ai, Aj, Bi, Bj, Outm, Outn);
  output Ai, Aj;
  input Bi, Bj, Outm, Outn;
  wire x,y;
  mux muxBL(x,Bi,Bj,Outn);
  mux muxBR(y,Bj,Bi,Outn);
  mux muxTL(Ai,~x,~y,Outm);
  mux muxTR(Aj,~y,~x,Outm);
endmodule
module mux(y,in1,in0,sel);
output reg y;
input in1, in0, sel;
always@(in1,in0,sel)
 case(sel)
 1'b0: y=in0;
 1'b1: y=in1;
 endcase
endmodule
`timescale 1ns / 1ps
module smfro_rng(Out, A, B, temp, put_seed, clk);
output [15:0] B, temp;
input put_seed, clk;
output reg [15:0] Out, A;
parameter seed = 16'b0110101101100100;
always@(posedge clk)
begin
    if(put_seed) begin
        Out <= seed;
        A <= seed;
    end
    else begin
        Out <= temp;
        A <=  temp;
    end
end
xor16_1 xor16(B[15],{1'b0,A[14:0]});
xor16_1 xor15(B[14],{2'b00,A[13:1],1'b0});
xor16_1 xor14(B[13],{A[15],2'b00,A[12:0]});
xor16_1 xor13(B[12],{A[15:14],2'b00,A[11:0]});
xor16_1 xor12(B[11],{A[15:13],2'b00,A[10:0]});
xor16_1 xor11(B[10],{A[15:12],2'b00,A[9:0]});
xor16_1 xor10(B[9],{A[15:11],2'b00,A[8:0]});
xor16_1 xor9(B[8],{A[15:10],2'b00,A[7:0]});
xor16_1 xor8(B[7],{A[15:09],2'b00,A[6:0]});
xor16_1 xor7(B[6],{A[15:08],2'b00,A[5:0]});
xor16_1 xor6(B[5],{A[15:07],2'b00,A[4:0]});
xor16_1 xor5(B[4],{A[15:06],2'b00,A[3:0]});
xor16_1 xor4(B[3],{A[15:05],2'b00,A[2:0]});
xor16_1 xor3(B[2],{A[15:04],2'b00,A[1:0]});
xor16_1 xor2(B[1],{A[15:03],2'b00,A[0]});
xor16_1 xor1(B[0],{A[15:02],2'b00});
ISU ISU1_2(temp[0],temp[1],B[0],B[1],Out[0],Out[1]);
ISU ISU3_4(temp[2],temp[3],B[2],B[3],Out[2],Out[3]);
ISU ISU5_6(temp[4],temp[5],B[4],B[5],Out[4],Out[5]);
ISU ISU7_8(temp[6],temp[7],B[6],B[7],Out[6],Out[7]);
ISU ISU9_10(temp[8],temp[9],B[8],B[9],Out[8],Out[9]);
ISU ISU11_12(temp[10],temp[11],B[10],B[11],Out[10],Out[11]);
ISU ISU13_14(temp[12],temp[13],B[12],B[13],Out[12],Out[13]);
ISU ISU15_16(temp[14],temp[15],B[14],B[15],Out[14],Out[15]);
endmodule
`timescale 1ns / 1ps
module xor16_1(
    output out,
    input wire [15:0] in
    );
    xor(out, in[15], in[14], in[13], in[12], in[11], in[10], in[9], in[8], in[7], in[6], in[5], in[4], in[3], in[2], in[1], in[0]);
endmodule
--- design/flow/run.sh ---
#!/bin/bash
# OpenROAD 26Q1-2900-gdf79404cd8, Yosys 0.63+post, stock flow scripts
make -C /OpenROAD-flow-scripts/flow DESIGN_CONFIG=/design/flow/config.mk WORK_HOME=/design/flow/orfs finish
==> results.txt <==
Distinct lib cells used - 24
f_max - 276 MHz
worst-margin pin slew - 0.519 ns
fp util - 31.9%
die width - 82.5 um
Setup crit end kind - primary output
Synth Area per Inst - 9.68 sq um
CTS buffer count - 3
yosys stat cell total - 201
CTS tree - done
die height - 82.5 um
P&R area growth vs syn - 15.6%
Longest Clk Path Bufs - 2
Synth Seq Share - 16.5%
Yosys chip area - 1950 sq um
final setup vio count - 0
Root Driver - clkbuf_8
routed len/inst - 12.2 um
Adder Area Share - 5.14%
chip area - 6810 sq um
reg-to-reg endpoint - Out[12]$_SDFF_PP0_
number of gates resized after CTS - 0
hold path cells - 3
Syn. warnings - 2
xor/xnor share - 42.1%
Clock Latency Late Sink - 0.25 ns
R2R depth - 6
Synthesized registers - 16
initial antenna violation count - 0
min-delay src - Out[10]$_SDFF_PP0_
Setup TNS - 0 ns
drt initial violations - 24
and+or+nand+nor area frac - 6.11%
Slew HR - 65.2%
count leader, synth - buf_4
HPWL Detailed - 2.67 mm
Post-CTS Repair Setup Buffers - 0
worst path arrival time - 2.82 ns
Dominant comb cell - XOR/XNOR gates
Area leader share - 24.7%
RSZ-0062 raised after global routing - false
largest registers - Out: 16 flops
final non-filler cell total - 277
clock sink count - 16
crit-path max FO - 6
OpenROAD warning count - 25
placed insts - 273
GPL Wtd Cong - 0.744
Total GRT Usage - 11.0%
max-cap violations - 0
antenna fix cells - 0
Post-Syn Area - 1950 sq um
first-pass GRT wire length - 5.46 mm
IO Count - 66
Worst-path clk slew - 0.07 ns
yosys aoi share - 0.900%
CP Class - register to primary output
drt drc - 0
first drt pass iteration count - 2
Rows - 28
vias per cell - 3.87
fraction of registers with async set/reset - 0%
number of enable flip-flop cells - 0
Final Cycle Share - 90.5%
reg-to-reg critical path startpoint - Out[8]$_SDFF_PP1_
mux frac, synth - 2.06%
worst reg-to-reg setup slack - 1.73 ns
final clock skew - 0.00270 ns
top cells, area - buf_4, dfxtp_1, xnor2_1
layout cells sized above 1 - 12.4%
pin count of the biggest net entering global routing - 12
ANT nets after route - 0
max reg flops - 16
H-tree depth - 1
CP required - 3.20 ns
CTS Hold Bufs - 0
hold crit path type - register to register
outcome - complete, no violations
grt ovf - 0
main flop type - dfxtp_1
final WL - 3.39 mm
routed vias - 1072
Setup crit start kind - register
WHS Endpoint - Out[10]$_SDFF_PP0_
Biggest register - Out
Post-Synthesis Cells - 201
Final min period - 3.62 ns
largest area contributor in the netlist - buf_4
final hold violations - 0
fin. max-slew vios - 0
core area - 6100 sq um
top cells by count, synth - buf_4, xnor2_1, xor2_1, dfxtp_1, xnor2_2
IO buf count - 65
vias in the first global route - 1013
-- critical path: stages, from the launching register on --
cell	delay [ns]
dfxtp_1	0.39
xnor2_2	0.41
xnor3_2	0.62
xnor2_4	0.20
xnor2_2	0.24
xor2_1	0.22
clkdlybuf4s50_1	0.49
-- cells by family after synthesis --
logic type | count (synthesis)
fa+ha+maj | 10
xor+xnor | 72
simple gates | 20
buf+inv | 76
mux | 4
flops | 16
compound gates | 3
-- per-layer routing --
layer  GRT usage (%)  part of all wire (%)  vias up
li1                -                     -      552
met1            16.6                    47      482
met2            16.8                    46       36
met3            2.45                   6.4        2
met4           0.862                  0.80        0
met5               0                     0        -
-- cell type report --
| class | instances | area (sq um) |
|---|---|---|
| Tap cell | 75 | 93.8 |
| Timing Repair Buffer | 66 | 658 |
| Inverter | 7 | 26.3 |
| Fill cell | 617 | 3850 |
| Sequential cell | 16 | 320 |
| Clock buffer | 4 | 55.1 |
| Multi-Input combinational cell | 109 | 1090 |
-- cells in the final DEF, fill, tap and decap left out, drive strengths merged --
cell / synthesis / final
a21oi: 1 / 1
and2: 7 / 7
and2b: 1 / 1
buf: 67 / 1
clkbuf: 2 / 4
clkdlybuf4s50: 0 / 65
dfxtp: 16 / 16
inv: 7 / 7
maj3: 10 / 10
mux2i: 4 / 4
nand2: 3 / 3
nand2b: 3 / 3
nor2b: 1 / 1
o211ai: 1 / 1
o21ai: 1 / 1
or2: 5 / 5
xnor2: 47 / 47
xnor3: 3 / 3
xor2: 22 / 22
-- how the worst max path moves through the flow --
stage            startpoint        to  slack [ns]
5_1_grt   Out[8]$_SDFF_PP1_  temp[12]        0.17
6_report  Out[8]$_SDFF_PP1_  temp[12]        0.38
4_1_cts   Out[8]$_SDFF_PP1_  temp[12]        0.34
-- through the flow --
step | util, % | cell area (sq um) | hold slack (ns) | setup WS [ns]
2_1_floorplan | - | 1950 | 0.733 | 1.25
3_5_place_dp | 36.0 | 2190 | 0.806 | 0.657
5_1_grt | 36.9 | 2250 | 0.859 | 0.175
4_1_cts | 36.9 | 2250 | 0.814 | 0.337
6_report | 36.9 | 2250 | 0.803 | 0.378
3_3_place_gp | 36.0 | 2190 | 0.794 | 0.675
